--- /design/flow/run.sh ---
#!/bin/bash
# OpenROAD 26Q1-2900-gdf79404cd8, Yosys 0.63+post, stock flow scripts
make -C /OpenROAD-flow-scripts/flow DESIGN_CONFIG=/design/flow/config.mk WORK_HOME=/design/flow/orfs finish
--- /design/flow/config.mk ---
export PLATFORM = sky130hd
export DESIGN_NAME = Traffic_Light_Controller
export DESIGN_NICKNAME = Traffic_Light_Controller
export VERILOG_FILES = /design/flow/design.v
export SDC_FILE = /design/flow/constraint.sdc
export NUM_CORES = 4
export LEC_CHECK = 1
export CORE_AREA = 10 10 70 70
export DIE_AREA = 0 0 80 80
--- /design/flow/constraint.sdc ---
current_design Traffic_Light_Controller

set clk_period 2.1
set clk_io_pct 0.2

create_clock -name clk0 -period $clk_period [get_ports {clk}]

set non_clock_inputs [all_inputs -no_clocks]
set_input_delay [expr $clk_period * $clk_io_pct] -clock clk0 $non_clock_inputs
set_output_delay [expr $clk_period * $clk_io_pct] -clock clk0 [all_outputs]
--- /design/flow/design.v ---
module Traffic_Light_Controller(
    input clk,rst,
    output reg [2:0]light_M1,
    output reg [2:0]light_S,
    output reg [2:0]light_MT,
    output reg [2:0]light_M2
    );
    parameter  S1=0, S2=1, S3 =2, S4=3, S5=4,S6=5;
    reg [3:0]count;
    reg[2:0] ps;
    parameter  sec7=7,sec5=5,sec2=2,sec3=3;
    always@(posedge clk or posedge rst)
        begin
        if(rst==1)
        begin
        ps<=S1;
        count<=0;
        end
        else
            case(ps)
                S1: if(count<sec7)
                        begin
                        ps<=S1;
                        count<=count+1;
                        end
                    else
                        begin
                        ps<=S2;
                        count<=0;
                        end
                S2: if(count<sec2)
                        begin
                        ps<=S2;
                        count<=count+1;
                        end
                    else
                        begin
                        ps<=S3;
                        count<=0;
                        end
                S3: if(count<sec5)
                        begin
                        ps<=S3;
                        count<=count+1;
                        end
                    else
                        begin
                        ps<=S4;
                        count<=0;
                        end
                S4:if(count<sec2)
                        begin
                        ps<=S4;
                        count<=count+1;
                        end
                    else
                        begin
                        ps<=S5;
                        count<=0;
                        end
                S5:if(count<sec3)
                        begin
                        ps<=S5;
                        count<=count+1;
                        end
                    else
                        begin
                        ps<=S6;
                        count<=0;
                        end
                S6:if(count<sec2)
                        begin
                        ps<=S6;
                        count<=count+1;
                        end
                    else
                        begin
                        ps<=S1;
                        count<=0;
                        end
                default: ps<=S1;
                endcase
            end   
            always@(ps)    
            begin
                case(ps)
                    S1:
                    begin
                       light_M1<=3'b001;
                       light_M2<=3'b001;
                       light_MT<=3'b100;
                       light_S<=3'b100;
                    end
                    S2:
                    begin 
                       light_M1<=3'b001;
                       light_M2<=3'b010;
                       light_MT<=3'b100;
                       light_S<=3'b100;
                    end
                    S3:
                    begin
                       light_M1<=3'b001;
                       light_M2<=3'b100;
                       light_MT<=3'b001;
                       light_S<=3'b100;
                    end
                    S4:
                    begin
                       light_M1<=3'b010;
                       light_M2<=3'b100;
                       light_MT<=3'b010;
                       light_S<=3'b100;
                    end
                    S5:
                    begin
                       light_M1<=3'b100;
                       light_M2<=3'b100;
                       light_MT<=3'b100;
                       light_S<=3'b001;
                    end
                    S6:
                    begin 
                       light_M1<=3'b100;
                       light_M2<=3'b100;
                       light_MT<=3'b100;
                       light_S<=3'b010;
                    end
                    default:
                    begin 
                       light_M1<=3'b000;
                       light_M2<=3'b000;
                       light_MT<=3'b000;
                       light_S<=3'b000;
                    end
                    endcase
            end                
endmodule
==> results.json <==
{
  "path_max_fanout": 5,
  "logic_family": "simple AND/OR/NAND/NOR gates",
  "top_area_cell": "dfrtp_1",
  "rrSetupSlack_ns": 0.47,
  "gp_congestion": 0.882,
  "p_leak_nw": 0.432,
  "maxSlewViolCount": 0,
  "timing.rr.end": "count[0]$_DFFE_PP0P_",
  "yosysWarnings": 1,
  "die_area_sq_um": 6400,
  "hold_buffers": 0,
  "netlist_area_sq_um": 673,
  "hold_ws_ns": 0.431,
  "vias": 618,
  "antenna_found_initial": 0,
  "drt-total-wl_um": 1610,
  "path_cells": "buf_4 -> or4_4 -> dlygate4sd2_1",
  "crit_arrival_ns": 1.62,
  "rsz0062_at_grt": "false",
  "fin_util_pct": 26.5,
  "clockBufferDepth": 2,
  "skew_ns": 0.000863,
  "port_buffers": 13,
  "cp-end-kind": "primary output",
  "grt.total_usage_pct": 5.11,
  "path_class": "flop to primary output",
  "fin_crit_ns": 2.04,
  "finalSetupViolCount": 0,
  "cts-htree-levels": 1,
  "ys_sh_aoi_pct": 18.2,
  "grt_max_degree": 12,
  "fp_util_pct": 19.7,
  "worstMarginPinSlew_ns": 0.396,
  "finalHoldViolCount": 0,
  "ys_chip_area_sq_um": 673,
  "ys.flops": 10,
  "ant_nets": 0,
  "worst_path_largest_cell_delay_ns": 0.55,
  "top_area_share_pct": 33.5,
  "hold_path_class": "input pin to async pin",
  "grt_pass1_wl_um": 2770,
  "startpoint_type": "flop",
  "ioPinCount": 14,
  "clock_sinks": 10,
  "synthCells": 77,
  "synthXorXnorAreaFrac_pct": 0,
  "die_h_um": 80,
  "outcome": "finished clean",
  "areaGrowthSynthToFinish_pct": 34.4,
  "post-route-period-util_pct": 97.2,
  "fmax_mhz": 490,
  "grt_pass1_vias": 576,
  "cts_tree": "done",
  "drt-initial-drc-count": 98,
  "synth_seq_share_pct": 37.4,
  "slew-limit-headroom_pct": 73.6,
  "cts_root_buf": "clkbuf_4",
  "critPathSlowestCell": "or4_4",
  "yosysCellCount": 77,
  "grt-ovfl-total": 0,
  "dr.pass1.iters": 4,
  "warnings": 26,
  "clock_latency_ns": 0.26,
  "wl_per_cell_um": 11.6,
  "max_cap_violations": 0,
  "hpwl_um": 1100,
  "rr_startpoint": "ps[1]$_DFF_PP0_",
  "ir_drop_uv": 125,
  "vias_per_cell": 4.45,
  "fa_ha_area_share_pct": 3.72,
  "synthTopCellsByArea": "dfrtp_1, dfstp_2, nor2_1",
  "cts_buffers": 3,
  "synth.area.mux_share_pct": 1.49,
  "reg2regPathDepth": 5,
  "p_per_area_nw_per_um2": 412,
  "drive_above_1_share_pct": 26.9,
  "path_clk_slew_ns": 0.07,
  "synth.avg_cell_area_sq_um": 8.74,
  "critPathRequiredTime_ns": 1.68,
  "ys_types": 32,
  "rows": 21,
  "fin_setup_tns_ns": 0,
  "coreArea_sq_um": 3420,
  "simple_gate_area_share_pct": 25.7,
  "fp.dieW_um": 80,
  "drc": 0,
  "n_antenna_cell": 0
}
## synth_stat cells
master,instances
a2111oi_0,1
a21boi_0,1
a21oi_1,5
a22o_1,1
a22oi_1,1
a2bb2oi_1,1
a31oi_1,1
buf_6,2
clkbuf_1,6
clkbuf_8,1
dfrtp_1,9
dfstp_2,1
dlygate4sd3_1,1
ha_1,2
inv_1,6
mux2i_1,1
nand2_1,5
nand2b_1,2
nand4b_1,1
nor2_1,7
nor2_2,1
nor2_4,1
nor2b_1,1
nor3_1,5
o21ai_0,4
o21ai_1,1
o31ai_2,2
or2_2,1
or2b_2,1
or3_1,2
or3_2,1
or4_4,2
## cell usage in the layout, fill, tap and decap left out, drive strengths merged
master         instances
clkdlybuf4s50         10
buf                    9
nor2                   9
dfrtp                  9
inv                    6
nand2                  5
a21oi                  5
nor3                   5
o21ai                  5
clkbuf                 4
or3                    3
or4                    2
o31ai                  2
nand2b                 2
ha                     2
dlymetal6s2s           2
or2b                   1
a21boi                 1
or2                    1
nand4b                 1
a31oi                  1
mux2i                  1
a22o                   1
nor2b                  1
a22oi                  1
a2bb2oi                1
a2111oi                1
dlygate4sd2            1
dfstp                  1
## report_power, final
group          internal, W  switching (W)  leakage, nW    total, W
clock network     0.000105      0.0000697       0.0210    0.000175
registers         0.000193              0        0.133    0.000193
logic           0.00000173     0.00000390        0.279  0.00000562
total             0.000299      0.0000736        0.432    0.000373
## logic make-up (layout without fill, tap and decap cells)
logic type	Yosys count	after routing
flip-flops	10	10
AND/OR/NAND/NOR	30	30
buffers and inverters	16	32
adder cells (fa/ha/maj)	2	2
multiplexers	1	1
AND-OR/OR-AND	18	18
## how the worst max path moves through the flow
stage / from / endpoint / slack (ns) / cells past startpoint
4_1_cts: ps[4]$_DFF_PP0_ / light_MT[2] / 0.008 / 3
5_1_grt: ps[1]$_DFF_PP0_ / light_M2[2] / 0.01 / 3
6_report: ps[1]$_DFF_PP0_ / light_M2[2] / 0.06 / 3
## metal layers
metal	global-route usage, %	vias to the layer above	part of all wire, %
met5	0	-	0
met4	1.41	0	1.1
met3	1.36	2	8.8
met2	7.46	31	45
met1	7.20	292	45
li1	-	293	-
## per-stage QoR
stage	cell area (sq um)	instances	setup WS, ns	total power, W
floorplan	673	77	0.625	0.000199
global placement	800	127	0.170	0.000202
detailed placement	800	127	0.156	0.000202
CTS	885	137	0.00822	0.000378
global route	905	139	0.00969	0.000391
finish	905	139	0.0582	0.000373
## state kept, by name (all words and copies together), names as in the netlist
register and flops:
count 4, ps 6
## cell type report
| class | count | area, sq um |
|---|---|---|
| clock buffer | 4 | 36.3 |
| fill | 359 | 2510 |
| inverter | 6 | 22.5 |
| multi-input combinational | 51 | 333 |
| sequential | 10 | 254 |
| tap | 46 | 57.6 |
| timing repair buffer | 22 | 201 |
## worst max-delay path, delay by kind of cell, from the launching register on
kind | cells | cell delay, ns
simple gates | 1 | 0.55
flops | 1 | 0.39
buf+inv | 2 | 0.42
## repair_timing
item | 4_1_cts | 5_1_grt
setup buffers | 6 | 2
gates resized | 4 | 2
endpoints found under the setup margin | 3 | 2
pin swaps | 3 | 1
No activity file was given, so power comes from the tool's default toggle rates.
